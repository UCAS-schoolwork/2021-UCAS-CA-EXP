$ cat constraint.sdc
current_design mul32

set clk_period 18.1
set clk_io_pct 0.2

create_clock -name clk0 -period $clk_period [get_ports {clk}]

set non_clock_inputs [all_inputs -no_clocks]
set_input_delay [expr $clk_period * $clk_io_pct] -clock clk0 $non_clock_inputs
set_output_delay [expr $clk_period * $clk_io_pct] -clock clk0 [all_outputs]
$ cat design.v
module mul32(
    input clk,
    input resetn,
    input is_signed,
    input [31:0] A,
    input [31:0] B,
    output [63:0] product
);
wire [65:0] p33;
wire [32:0] a33;
wire [32:0] b33;
assign a33 = {A[31] & is_signed, A[31:0]};
assign b33 = {B[31] & is_signed, B[31:0]};
assign product = p33[63:0];
mul33 m33(
    .clk(clk),
    .resetn(resetn),
    .A(a33),
    .B(b33),
    .product(p33)
);
endmodule
module mul33(
    input clk,
    input resetn,
    input [32:0] A,
    input [32:0] B,
    output [65:0] product
);
wire [65:0] p [16:0];
wire [16:0] c;
wire [65:0] X [16:0];
assign X[0] = {{33{A[32]}},A[32:0]};
assign X[1] = {{31{A[32]}},A[32:0],2'b0};
assign X[2] = {{29{A[32]}},A[32:0],4'b0};
assign X[3] = {{27{A[32]}},A[32:0],6'b0};
assign X[4] = {{25{A[32]}},A[32:0],8'b0};
assign X[5] = {{23{A[32]}},A[32:0],10'b0};
assign X[6] = {{21{A[32]}},A[32:0],12'b0};
assign X[7] = {{19{A[32]}},A[32:0],14'b0};
assign X[8] = {{17{A[32]}},A[32:0],16'b0};
assign X[9] = {{15{A[32]}},A[32:0],18'b0};
assign X[10] = {{13{A[32]}},A[32:0],20'b0};
assign X[11] = {{11{A[32]}},A[32:0],22'b0};
assign X[12] = {{9{A[32]}},A[32:0],24'b0};
assign X[13] = {{7{A[32]}},A[32:0],26'b0};
assign X[14] = {{5{A[32]}},A[32:0],28'b0};
assign X[15] = {{3{A[32]}},A[32:0],30'b0};
assign X[16] = {A[32],A[32:0],32'b0};
booth b0(
	.y2(B[1]),
	.y1(B[0]),
	.y0(1'b0),
	.X(X[0]),
	.p(p[0]),
	.c(c[0])
);
genvar pi;
generate 
    for(pi = 1; pi<16; pi=pi+1)
        begin: booth_gen
            booth boothi(
                .y2(B[2*pi+1]),
                .y1(B[2*pi]),
                .y0(B[2*pi-1]),
                .X(X[pi]),
                .p(p[pi]),
                .c(c[pi])
            );
        end
endgenerate
booth b16(
	.y2(B[32]),
	.y1(B[32]),
	.y0(B[31]),
	.X(X[16]),
	.p(p[16]),
	.c(c[16])
);
wire [13:0] cout[65:0];
wire [65:0] C;
wire [65:0] S;
Wallace w0(
    .n0(p[0][0]),
    .n1(p[1][0]),
    .n2(p[2][0]),
    .n3(p[3][0]),
    .n4(p[4][0]),
    .n5(p[5][0]),
    .n6(p[6][0]),
    .n7(p[7][0]),
    .n8(p[8][0]),
    .n9(p[9][0]),
    .n10(p[10][0]),
    .n11(p[11][0]),
    .n12(p[12][0]),
    .n13(p[13][0]),
    .n14(p[14][0]),
    .n15(p[15][0]),
    .n16(p[16][0]),
    .cin0(c[0]),
    .cin1(c[1]),
    .cin2(c[2]),
    .cin3(c[3]),
    .cin4(c[4]),
    .cin5(c[5]),
    .cin6(c[6]),
    .cin7(c[7]),
    .cin8(c[8]),
    .cin9(c[9]),
    .cin10(c[10]),
    .cin11(c[11]),
    .cin12(c[12]),
    .cin13(c[13]),
    .c11(cout[0][0]),
    .c12(cout[0][1]),
    .c13(cout[0][2]),
    .c14(cout[0][3]),
    .c15(cout[0][4]),
    .c21(cout[0][5]),
    .c22(cout[0][6]),
    .c23(cout[0][7]),
    .c24(cout[0][8]),
    .c31(cout[0][9]),
    .c32(cout[0][10]),
    .c41(cout[0][11]),
    .c42(cout[0][12]),
    .c51(cout[0][13]),
    .c61(C[0]),
    .s61(S[0])
);
genvar wi;
generate 
    for(wi = 1; wi<66; wi=wi+1)
        begin: Wallace_gen
            Wallace wallacei(
                .n0(p[0][wi]),
                .n1(p[1][wi]),
                .n2(p[2][wi]),
                .n3(p[3][wi]),
                .n4(p[4][wi]),
                .n5(p[5][wi]),
                .n6(p[6][wi]),
                .n7(p[7][wi]),
                .n8(p[8][wi]),
                .n9(p[9][wi]),
                .n10(p[10][wi]),
                .n11(p[11][wi]),
                .n12(p[12][wi]),
                .n13(p[13][wi]),
                .n14(p[14][wi]),
                .n15(p[15][wi]),
                .n16(p[16][wi]),
                .cin0(cout[wi-1][0]),
                .cin1(cout[wi-1][1]),
                .cin2(cout[wi-1][2]),
                .cin3(cout[wi-1][3]),
                .cin4(cout[wi-1][4]),
                .cin5(cout[wi-1][5]),
                .cin6(cout[wi-1][6]),
                .cin7(cout[wi-1][7]),
                .cin8(cout[wi-1][8]),
                .cin9(cout[wi-1][9]),
                .cin10(cout[wi-1][10]),
                .cin11(cout[wi-1][11]),
                .cin12(cout[wi-1][12]),
                .cin13(cout[wi-1][13]),
                .c11(cout[wi][0]),
                .c12(cout[wi][1]),
                .c13(cout[wi][2]),
                .c14(cout[wi][3]),
                .c15(cout[wi][4]),
                .c21(cout[wi][5]),
                .c22(cout[wi][6]),
                .c23(cout[wi][7]),
                .c24(cout[wi][8]),
                .c31(cout[wi][9]),
                .c32(cout[wi][10]),
                .c41(cout[wi][11]),
                .c42(cout[wi][12]),
                .c51(cout[wi][13]),
                .c61(C[wi]),
                .s61(S[wi])
            );
        end
endgenerate
wire [65:0] in_A;
wire [65:0] in_B;
assign in_A = S;
assign in_B = {C[64:0],c[14]};
reg [65:0] in_A_r;
reg [65:0] in_B_r;
reg cin_r;
always @(posedge clk) begin
    if(!resetn) begin
        in_A_r <= 66'd0;
        in_B_r <= 66'd0;
        cin_r  <= 1'd0;
    end
    else begin 
        in_A_r <= in_A;
        in_B_r <= in_B;
        cin_r  <= c[15];
    end
end
adder66 add66(
	.cin(cin_r),
	.A(in_A_r),
	.B(in_B_r),
	.sum(product),
	.cout()
);
endmodule
module booth(
    input y2,
    input y1,
    input y0,
    input [65:0] X,
    output [65:0] p,
    output c
);
wire addx,add2x,subx,sub2x;
assign addx = ~y2&y1&~y0|~y2&~y1&y0;
assign add2x = ~y2&y1&y0;
assign subx = y2&y1&~y0|y2&~y1&y0;
assign sub2x = y2&~y1&~y0;
assign c = subx | sub2x;
assign p[0] = subx&~X[0] | addx&X[0] | sub2x;
genvar nbit;
generate 
    for(nbit = 1; nbit<66; nbit = nbit+1)
        begin: kkk
            assign p[nbit] = subx&~X[nbit]|sub2x&~X[nbit-1]|addx&X[nbit]|add2x&X[nbit-1];
        end
endgenerate
endmodule
module Full_adder(
    input A,
    input B,
    input cin,
    output sum,
    output cout
);
assign sum = ~A & ~B & cin | ~A & B & ~cin | A & ~B & ~cin | A & B & cin;
assign cout = A & B | A & cin | B & cin;
endmodule
module Wallace(
    input n0,
    input n1,
    input n2,
    input n3,
    input n4,
    input n5,
    input n6,
    input n7,
    input n8,
    input n9,
    input n10,
    input n11,
    input n12,
    input n13,
    input n14,
    input n15,
    input n16,
    input cin0,
    input cin1,
    input cin2,
    input cin3,
    input cin4,
    input cin5,
    input cin6,
    input cin7,
    input cin8,
    input cin9,
    input cin10,
    input cin11,
    input cin12,
    input cin13,
    output c11,
    output c12,
    output c13,
    output c14,
    output c15,
    output c21,
    output c22,
    output c23,
    output c24,
    output c31,
    output c32,
    output c41,
    output c42,
    output c51,
    output c61,
    output s61
);
wire s11,s12,s13,s14,s15;
wire s21,s22,s23,s24;
wire s31,s32;
wire s41,s42;
wire s51;
Full_adder a11(
    .A(n0),
    .B(n1),
    .cin(n2),
    .sum(s11),
    .cout(c11)
);
Full_adder a12(
    .A(n3),
    .B(n4),
    .cin(n5),
    .sum(s12),
    .cout(c12)
);
Full_adder a13(
    .A(n6),
    .B(n7),
    .cin(n8),
    .sum(s13),
    .cout(c13)
);
Full_adder a14(
    .A(n9),
    .B(n10),
    .cin(n11),
    .sum(s14),
    .cout(c14)
);
Full_adder a15(
    .A(n12),
    .B(n13),
    .cin(n14),
    .sum(s15),
    .cout(c15)
);
Full_adder a21(
    .A(s11),
    .B(s12),
    .cin(s13),
    .sum(s21),
    .cout(c21)
);
Full_adder a22(
    .A(s14),
    .B(s15),
    .cin(n15),
    .sum(s22),
    .cout(c22)
);
Full_adder a23(
    .A(cin0),
    .B(cin1),
    .cin(cin2),
    .sum(s23),
    .cout(c23)
);
Full_adder a24(
    .A(cin3),
    .B(cin4),
    .cin(n16),
    .sum(s24),
    .cout(c24)
);
Full_adder a31(
    .A(s21),
    .B(s22),
    .cin(s23),
    .sum(s31),
    .cout(c31)
);
Full_adder a32(
    .A(s24),
    .B(cin5),
    .cin(cin6),
    .sum(s32),
    .cout(c32)
);
Full_adder a41(
    .A(s31),
    .B(s32),
    .cin(cin7),
    .sum(s41),
    .cout(c41)
);
Full_adder a42(
    .A(cin8),
    .B(cin9),
    .cin(cin10),
    .sum(s42),
    .cout(c42)
);
Full_adder a51(
    .A(s41),
    .B(s42),
    .cin(cin11),
    .sum(s51),
    .cout(c51)
);
Full_adder a61(
    .A(s51),
    .B(cin12),
    .cin(cin13),
    .sum(s61),
    .cout(c61)
);
endmodule
module adder66(
    input cin,
    input [65:0] A,
    input [65:0] B,
    output [65:0] sum,
    output cout
);
assign sum = A + B + cin;
assign cout = 0;
endmodule
$ cat config.mk
export PLATFORM = sky130hd
export DESIGN_NAME = mul32
export DESIGN_NICKNAME = mul32
export VERILOG_FILES = /design/flow/design.v
export SDC_FILE = /design/flow/constraint.sdc
export NUM_CORES = 4
export LEC_CHECK = 1
export CORE_UTILIZATION = 30
$ cat run.sh
#!/bin/bash
# OpenROAD 26Q1-2900-gdf79404cd8, Yosys 0.63+post, stock flow scripts
make -C /OpenROAD-flow-scripts/flow DESIGN_CONFIG=/design/flow/config.mk WORK_HOME=/design/flow/orfs finish
==> impl_metrics.tcl <==
# place-and-route summary
set metrics [dict create \
    ff_type "dfxtp_1" \
    wire_per_inst_um 23.0 \
    critPathMaxStageDelay_ns 0.71 \
    ctsLongestPathBuffers 3 \
    rsz0062_at_grt "no" \
    cts_setup_buffers 0 \
    syn_area_mm2 0.0435 \
    drc 6 \
    cts_tree "built" \
    synth.top_cell.area_share_pct 16.9 \
    tightest_slew_ns 0.894 \
    cts-resized-gates 0 \
    ant_nets 0 \
    die.size.y_um 383 \
    synth_cell_type_count 88 \
    root_buffer "clkbuf_16" \
    die_w_um 383 \
    crit_path_top_delay_cell "fa_1" \
    finalSetupTns_ns 0 \
    yosys_cells 5120 \
    drt-total-wl_mm 158 \
    fp_util_pct 30.3 \
    layout-area-overhead-vs-synth_pct 6.65 \
    grt.total_usage_pct 21.6 \
    grt_pass1_vias 34717 \
    chip_area_mm2 0.147 \
    cts.sinks 129 \
    drt_iter0_drc 3560 \
    edf_count 0 \
    criticalPathCategory "primary input to flop" \
    status "finished with violations" \
    core_area_mm2 0.144 \
    synth_async_sr_flop_share_pct 0 \
    path_clk_slew_ns 0.05 \
    slew_headroom_pct 40.0 \
    hold_viol 0 \
    layout-drive-gt1-share_pct 9.79 \
    max_clock_freq_ghz 0.109 \
    vias_per_cell 5.44 \
    cts_buffers 25 \
    grt_pass1_wl_mm 234 \
    hold_buffers 0 \
    syn_inst 5120 \
    critPathMaxFanout 30 \
    num_vias 37322 \
    rows 139 \
    cp_top_family "adder cells" \
    port_buffers 130 \
    dr.pass1.iters 52 \
    synth_top_cell_by_area "xnor2_1" \
    warnings 25 \
    setup_viol 0 \
    start_kind "primary input" \
    period_used_pct 50.7 \
    crit_required_ns 18.48 \
    synth_warnings 1 \
    cp.arrival_ns 9.56 \
    synth-area-yosys_mm2 0.0435 \
    overflow 0 \
    hp-class "primary input to flop" \
    cp_cell_sequence "clkdlybuf4s50_1 -> buf_4 -> nand2_1 -> buf_4 -> a31oi_2 -> fa_1 -> xnor2_2 -> xnor2_2 -> buf_4 -> fa_1 -> inv_1 -> fa_1 -> inv_1 -> maj3_1 -> o2bb2ai_1 -> a211oi_1 -> xnor2_1 -> and2_1" \
    cp_num_buf_inv 6 \
    failed_checks "design-rule violations" \
    avgSynthCellArea_um2 8.50 \
    ys_seq_share_pct 5.93 \
    ioPinCount 131 \
    grt_max_degree 92 \
    end_kind "flop" \
    ys.flops 129 \
    gp_congestion 1.02 \
    antennaDiodeCount 0 \
    maxCapViolCount 0 \
    fin_crit_ns 9.18 \
    h-tree-depth 4 \
    ys_top_cells_by_area "xnor2_1 (17%), xor2_1 (12%), fa_1 (12%)" \
    slew_viol_final 0 \
    antenna_found_initial 2 \
    hpwl_mm 119 \
]
[cell usage in the layout, fill, tap and decap left out, types with 14 or more instances in the layout]
cell / count
ha_1: 62
and2_1: 20
a221oi_2: 99
inv_1: 121
a211oi_1: 28
buf_4: 139
dfxtp_1: 129
o21ai_1: 32
maj3_1: 323
a21oi_1: 132
xnor3_1: 14
nand3_1: 14
nor2_1: 478
nand2_1: 217
a21o_1: 47
nor2b_1: 150
fa_1: 263
maj3_2: 62
a22oi_1: 96
a221oi_1: 248
xnor2_1: 837
mux2i_1: 33
nand4_1: 19
buf_2: 48
o21a_1: 31
o21ai_0: 160
xor2_1: 595
nor3_1: 24
clkbuf_16: 25
xnor2_2: 44
nor4b_1: 102
clkdlybuf4s50_1: 81
[final cells by class]
| cell class | instances | area, µm² |
|---|---|---|
| multi-input combinational | 4399 | 38200 |
| clock buffer | 27 | 653 |
| timing repair buffer | 268 | 2090 |
| fill | 14755 | 97400 |
| inverter | 125 | 469 |
| tap | 1903 | 2380 |
| clock inverter | 4 | 50.0 |
| sequential | 129 | 2580 |
[Yosys cell counts (25+ instances only)]
cell type / instances
fa_1: 263
a221oi_2: 99
xor2_1: 605
nor3_1: 25
buf_2: 205
buf_1: 58
a211oi_1: 28
buf_4: 54
xnor2_1: 838
o21ai_1: 32
maj3_2: 62
buf_6: 28
nor4b_1: 102
o21ai_0: 160
a221oi_1: 248
maj3_1: 323
dfxtp_1: 129
xnor2_2: 43
o21a_1: 31
a21oi_1: 132
nand2_1: 217
clkbuf_1: 130
inv_1: 121
mux2i_1: 33
a21o_1: 47
nor2b_1: 152
a22oi_1: 96
ha_1: 62
nor2_1: 478
[per-layer routing]
layer  track usage, %  wire, µm
met5                0        29
met4             6.19      5570
met3             6.74     17300
met2             30.8     64500
met1             31.4     70100
[registers in the layout (all words and copies together) (netlist names)]
register	count
m33.in_A_r	64
m33.in_B_r	64
m33.cin_r	1
[logic make-up (layout without fill, tap and decap cells)]
group / after synthesis / after routing / synth area share, %
compound gates: 1006 / 1006 / 18.4
simple gates: 1118 / 1118 / 12.8
other cells: 2 / 10 / 0.0172
mux: 35 / 35 / 0.816
fa+ha+maj: 710 / 710 / 22.9
buf+inv: 600 / 424 / 6.71
xor+xnor: 1520 / 1520 / 32.4
flops: 129 / 129 / 5.93
[through the flow]
| stage | util, % | hold WS [ns] | area [µm²] | setup WS [ns] | instances |
|---|---|---|---|---|---|
| floorplan | - | 3.88 | 43600 | 7.78 | 5128 |
| global placement | 31.8 | 4.07 | 45700 | 8.40 | 6824 |
| detailed placement | 31.8 | 4.07 | 45700 | 8.42 | 6824 |
| CTS | 32.3 | 3.54 | 46400 | 8.85 | 6855 |
| global route | 32.3 | 3.57 | 46400 | 8.64 | 6855 |
| finish | 32.3 | 3.56 | 46400 | 8.92 | 6855 |
[path summary, 6_finish.rpt]
| path | from | to | cells past startpoint |
|---|---|---|---|
| min | resetn | m33.in_A_r[59]$_SDFF_PN0_ | 2 |
| max | A[31] | m33.in_A_r[63]$_SDFF_PN0_ | 18 |
